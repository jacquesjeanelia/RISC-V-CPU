===== flow/run.sh =====
#!/bin/bash
# OpenROAD 26Q1-2900-gdf79404cd8, Yosys 0.63+post, stock flow scripts
make -C /OpenROAD-flow-scripts/flow DESIGN_CONFIG=/design/flow/config.mk WORK_HOME=/design/flow/orfs finish

===== flow/config.mk =====
export PLATFORM = sky130hd
export DESIGN_NAME = register_file
export DESIGN_NICKNAME = register_file
export VERILOG_FILES = /design/flow/design.v
export SDC_FILE = /design/flow/constraint.sdc
export NUM_CORES = 4
export LEC_CHECK = 1
export CORE_UTILIZATION = 50

===== flow/constraint.sdc =====
current_design register_file

set clk_period 8.3
set clk_io_pct 0.2

create_clock -name clk0 -period $clk_period [get_ports {clk}]

set non_clock_inputs [all_inputs -no_clocks]
set_input_delay [expr $clk_period * $clk_io_pct] -clock clk0 $non_clock_inputs
set_output_delay [expr $clk_period * $clk_io_pct] -clock clk0 [all_outputs]

===== flow/design.v =====
`timescale 1ns / 1ps
module register_file(
    input clk,
    input rst,
    input[4:0] readReg1,
    input[4:0] readReg2,
    input[4:0] writeReg,
    input regWriteEnable,
    output [31:0] readData1,
    output [31:0] readData2,
    input [31:0] writeData
    );
    reg [31:0] regFile [31:0];
    integer i;
    always@(posedge clk or posedge rst) begin
        if(rst == 1'b1) begin
            for (i=0;i<32;i=i+1)
                regFile[i] = 0;
        end
        else if(regWriteEnable == 1 && writeReg != 0) begin
                    regFile[writeReg] = writeData;
        end
    end   
    assign readData1 = regFile[readReg1];
    assign readData2 = regFile[readReg2];
endmodule

==> results.txt <==
Status of the implementation.

- The placed instances occupy a cell area of 54000 sq um.
- The combinational cell fraction of total power is 0.133, for reference.
- The worst setup path is captured at a primary output.
- Sorting the synthesized cells by area gives the leading types as dfrtp_1 51%, mux2_2 22%, a22oi_1 13%.
- The min-delay analysis places its worst path in the category reg2reg.
- The run finished with clean final reports.
- In this run, the synthesized area fraction spent on adder and majority cells is recorded as 0.
- The first routing iteration left 5918 violations.
- Per the OpenROAD power report, switching power amounts to 3.95 mW.
- The internal portion of the total power is 10.2 mW.
- The number of buffers inserted during clock tree synthesis is 111, for reference.
- The number of fillers in the final layout is 8024, for reference.
- Headroom to the max-slew limit came out at 0.223.
- The share of the core filled with cells is 0.580, for reference.
- For this run, the total global-route usage over all layers was measured as 0.502.
- The routed layout has 43400 vias.
- The aoi/oai-family share of the synthesized area is 0.160, for reference.
- The cell occurring most often along the worst timing path is clkdlybuf4s50_1, for reference.
- The tree built by TritonCTS fans out to 1024 sinks.
- The floorplan has 116 rows.
- The max-cap check violation count is 0, for reference.
- The area share of the largest cell type after synthesis is 0.508, for reference.
- The number of cells after detailed placement is 5488, for reference.
- Counting I/O delays and the setup requirement, the final critical path takes 7490 ps.
- The final clock skew is 0 ps, for reference.
- The class of the most critical setup path is in2out, for reference.
- Of the cells placed in the final design, the portion with a size suffix greater than 1 is 0.350.
- The worst IR drop on VDD is 182 uV, for reference.
- For this block, the routed nets add up to 243000 microns of wire.
- STA lists the startpoint of the worst register-to-register path as regFile[19][29]$_DFFE_PP0P_.
- The overall power consumption is 14.1 mW, for reference.
- The buffer_ports step reported a buffer count of 113.
- The core region is 100000 sq um.
- The total die size is 102000 sq um, for reference.
- In the final report, the number of endpoints failing setup comes to 0.
- The floorplan core density is 0.504, for reference.
- STA lists the endpoint of the worst register-to-register path as regFile[19][29]$_DFFE_PP0P_.
- After synthesis, the design contains 4288 cells according to Yosys.
- The main flop type is dfrtp_1, for reference.
- The area added between synthesis and finish is 15.1%, for reference.
- For this design the static power due to leakage is 25.6 nW.
- Yosys mapped the design onto 61 distinct sky130hd cell types.
- Power spread over the standard cell area amounts to 243 nW/um^2.
- Per the hold report, the tightest min-delay path originates at regFile[0][21]$_DFFE_PP0P_.
- Per STA, the worst path is made up of clkdlybuf4s50_1 -> nand2b_1 -> nor2_4 -> buf_4 -> a22oi_1 -> and3_1 -> a31oi_1 -> clkdlybuf4s50_1.
- The initial antenna violation count is 11, for reference.
- Per Yosys stat, the portion of area used by sequential elements is 0.508.
- Gates resized during post-CTS repair numbered 0.
- The clock root buffer master is clkbuf_16, for reference.
- 114 I/O pins were placed.
- In the final routed layout, each cell accounts on average for 42.6 microns.
- The number of warnings reported in the stage logs is 43.
- After clock tree synthesis, the flow added hold-fix buffers numbering 0.
- For this run, design rule violations remaining after detail routing come to 0.
- The floorplan step set the die height to 320 microns.
- Per the timing report, the biggest fanout along the worst path comes to 13.
- Looking at the post-CTS report, the setup buffer insertion count equals 0.
- The number of enable-type register cells in the synthesized netlist is 0, for reference.
- Counting endpoints that fail hold in the final report gives 0.
- For this design, the slowest cell found on the critical path is nor2_4.
- Entering global routing, the biggest net connects 119 pins.
- The depth of the CTS H-tree is 3, for reference.
- The area share of xor/xnor cells in the synthesized design is 0, for reference.
- The clock share of power is 0.380, for reference.
- The flip-flop count of the largest register, all copies and words added is 1024, for reference.
- The most common logic cells in the final layout are 1024 x dfrtp_1, 994 x mux2_2, 852 x a22oi_1.
- Switching power as a fraction of the total was reported as 0.280.
- The total standard cell area after synthesis is 50400 sq um, for reference.
- Summed over all failing endpoints, the final setup total negative slack is 0 ps.
- The clock edge transition at the registers on the reported setup and hold paths is 60 ps, for reference.
- The arrival time at the worst endpoint is 5830 ps, for reference.
- Per the OpenROAD floorplan log, the width of the die is 320 microns.
- Looking at the hold checks, the worst path lands on regFile[0][21]$_DFFE_PP0P_.
- The antenna violation net count after detailed routing is 0, for reference.
- During synthesis, Yosys emitted a total of 2 warnings.
- Per the synthesis report, the simple-gate share of the synthesized area is 0.0689.
- Averaged over all synthesized cells, the footprint is 11.8 sq um.
- Yosys reported a register bit count of 1024.
- The worst register-to-register path depth is 1.
- The most used logic cell in the final layout is dfrtp_1, for reference.
- Once layout is complete, the cells apart from fillers number 5708.
- Yosys reports a chip area of 50400 sq um.
- TritonCTS built the clock tree.
- The global-route wire length before repair is 337000 microns, for reference.
- The remaining global-route overflow is 0, for reference.
- The clock insertion delay at the later pin of the skew report is 700 ps, for reference.
- The area fraction in mux cells is 0.225, for reference.
- After synthesis, the share of flip-flops with an asynchronous set or reset is 1.00.
- After synthesis, the largest family of logic cells by area is multiplexers.
- The routed via count divided by cell count is 7.60, for reference.
- The required time at the worst-slack endpoint is 6640 ps, for reference.
- The startpoint type of the worst setup path is an input pin, for reference.
- The half-perimeter wire length after placement is 146000 microns, for reference.
- The share of total power dissipated in sequential elements is 0.487.
- The number of cells on the worst hold path is 0, for reference.
- Synthesis produced 4288 cells.
- The clock passes through at most 3 buffers.
- The largest single stage delay on the critical path is 1000 ps.
- The largest area contributor in the synthesized netlist is dfrtp_1, for reference.
- In this run the register-to-register setup slack is 7340 ps.
- The number of global-route vias before repair came to 42700.
- The final weighted congestion in routability-driven placement is 1.06, for reference.
- The number of iterations in the first detailed-routing pass is 9, for reference.
- Based on the critical path, the design can be clocked at up to 134 MHz.
- The max-slew violation total from the final report is 0, for reference.
- Setup repair after global routing left no endpoint under its margin.
- The share of the clock period used by the worst path after layout is 0.902, for reference.
- The post-route cell area is 58000 sq um, for reference.
- The slew at the pin closest to its max-slew limit is 1150 ps, for reference.
through the flow:
step                      setup slack, ps  hold slack [ps]
final                                 812              402
after global routing                  939              418
after CTS                            1140              405
after detailed placement             1150              392
after global placement               1150              387
after floorplan                     -7470              451
cell usage after synthesis (7+ instances only):
master	instances
nor2b_1	8
o21ai_0	15
or3_1	8
a21oi_1	73
nor4_1	35
nand4_1	97
nor2_2	7
nor2_1	141
o32a_1	21
nand2_1	267
nor3_1	49
buf_1	70
nand2b_1	16
clkbuf_1	257
a22oi_1	852
and4_1	8
buf_4	16
mux2_2	994
dfrtp_1	1024
nand3_1	44
a31oi_1	7
a22o_1	32
a221oi_1	30
mux2i_1	8
a222oi_1	13
buf_2	104
worst max-delay path, delay by kind of cell:
family	cells	cell delay [ps]
AND/OR/NAND/NOR	3	1820
buffers and inverters	3	1820
AND-OR/OR-AND	2	510
worst max-delay path by stage:
stage,start,endpoint,slack [ps],cells past startpoint
CTS,readReg2[4],readData2[24],1140,9
global route,readReg2[4],readData2[2],940,8
finish,readReg2[4],readData2[2],810,8
routing by layer:
| layer | vias to the layer above | global-route usage | wire [microns] |
|---|---|---|---|
| li1 | 16400 | - | - |
| met1 | 21500 | 0.635 | 83200 |
| met2 | 3987 | 0.653 | 96200 |
| met3 | 1399 | 0.318 | 41900 |
| met4 | 17 | 0.301 | 21800 |
| met5 | - | 0.0142 | 190 |
cells by family (layout without fill, tap and decap cells):
logic type / Yosys count / count (layout)
mux: 1006 / 1006
buf+inv: 458 / 568
simple gates: 722 / 722
compound gates: 1078 / 1078
other cells: 0 / 12
flops: 1024 / 1024
power groups by stage:
stage	logic [mW]	clock network [mW]	registers, mW
global route	1.99	5.56	6.95
CTS	1.84	5.39	6.82
finish	1.88	5.36	6.87
cell type report:
cell class	instances	area (sq um)	share of cell area
Multi-Input combinational cell	2806	23500	0.405
Timing Repair Buffer	354	3210	0.0554
Antenna cell	12	30.0	0.000518
Sequential cell	1024	25600	0.442
Clock buffer	155	3300	0.0568
Clock inverter	53	673	0.0116
Tap cell	1298	1620	0.0280
Inverter	6	26.3	0.000453
Power figures rest on the tool's default switching activity, not on a simulated workload.
