`flow/config.mk`:
```
export PLATFORM = sky130hd
export DESIGN_NAME = DataMem
export DESIGN_NICKNAME = DataMem
export VERILOG_FILES = /design/flow/design.v
export SDC_FILE = /design/flow/constraint.sdc
export NUM_CORES = 4
export LEC_CHECK = 1
export CORE_UTILIZATION = 50
```
`flow/design.v`:
```
module DataMem(
    input clk, MemRead, MemWrite,
    input [5:0] addr, 
    input [31:0] data_in, 
    output reg [31:0] data_out
);
    reg [31:0] mem [0:63];
    always @(posedge clk) begin
        if (MemWrite) begin
            mem[addr] <= data_in;
        end
    end
    always @(*) begin
        if (MemRead) begin
            data_out = mem[addr];
        end
    end
    initial begin
        mem[0]=32'd17;
        mem[1]=32'd9;
        mem[2]=32'd25;
    end
endmodule
```
`flow/run.sh`:
```
#!/bin/bash
# OpenROAD 26Q1-2900-gdf79404cd8, Yosys 0.63+post, stock flow scripts
make -C /OpenROAD-flow-scripts/flow DESIGN_CONFIG=/design/flow/config.mk WORK_HOME=/design/flow/orfs finish
```
`flow/constraint.sdc`:
```
current_design DataMem

set clk_period 45.5
set clk_io_pct 0.2

create_clock -name clk0 -period $clk_period [get_ports {clk}]

set non_clock_inputs [all_inputs -no_clocks]
set_input_delay [expr $clk_period * $clk_io_pct] -clock clk0 $non_clock_inputs
set_output_delay [expr $clk_period * $clk_io_pct] -clock clk0 [all_outputs]
```
==> ci_impl_report.md <==
### Yosys + OpenROAD results

| Metric | Value |
|---|---|
| Clock transition at path regs | `0.06 ns` |
| HP Class | `input port to flop` |
| Endpoints left unconstrained | `64` |
| Rows | `145` |
| Pre-antenna DRT Iters | `6` |
| Antenna violations before repair | `8` |
| Die H | `399 um` |
| Total track usage | `29.4%` |
| Met1 GRT Util | `40.8%` |
| CTS resizes | `0` |
| Registers, synthesis | `2080` |
| Post-cts hold buffer count | `0` |
| Syn-to-layout area delta | `13.0%` |
| # port buffers | `72` |
| Most used routing layer | `met2` |
| YS chip area | `78800 sq um` |
| Dpl cell area | `82600 sq um` |
| Pint | `3.09 mW` |
| Most numerous logic cells after layout | `edfxtp_1, mux2i_1, clkbuf_16` |
| Post-synth EDFFs | `2048` |
| Clock Power Share | `41.2%` |
| Crit path max fanout | `37` |
| Mapped Avg Cell Area | `18.6 sq um` |
| Share of layout cells above drive strength 1 | `18.2%` |
| Switching power | `0.831 mW` |
| CP endpoint | `mem[51][0]` |
| First-pass GRT wire length | `296 mm` |
| Design Area, Final | `89000 sq um` |
| Cell count in the Yosys report | `4239` |
| Max cap viols | `0` |
| Fp_density | `50.4%` |
| Die span in x | `399 um` |
| Max-slew violations | `0` |
| Relative slew slack | `16.0%` |
| Top-area cell share | `78.1%` |
| Vias in the first global route | `42600` |
| CTS tree | `built` |
| Sw frac | `21.2%` |
| Crit. End Element | `flop` |
| Die ar. | `159000 sq um` |
| Routed vias | `40800` |
| Max Fclk | `0.0879 GHz` |
| Cell Type Count | `56` |
| Leakage power | `28.6 nW` |
| Final worst path period need | `11.37 ns` |
| Core Area | `156000 sq um` |
| Log Warnings | `29` |
| Post-Syn Instances | `4239` |
| Comb pwr share | `5.3%` |
| Vias per cell | `6.16` |
| Cell area after synthesis | `78800 sq um` |
| Most frequent logic cell in the layout | `edfxtp_1` |
| Main flop type | `edfxtp_1` |
| Flop pwr share | `53.5%` |
| Max Root-Sink Buffers | `3` |
| Max H-tree Level | `4` |
| Async SR Flop Fraction | `0%` |
| TritonCTS buffer count | `199` |
| Largest net degree at the start of global routing | `111` |
| M2 GR Usage | `41.9%` |
| Worst Setup Start Kind | `input port` |
| Fill cell count | `11500` |
| Hold Startpoint | `data_in[26]` |
| Critical path class | `input port to flop` |
| Unrepaired setup endpoints after global routing | `no` |
| GR Util met3 | `17.1%` |
| Register pins left without a clock | `32` |
| Starting DRC count in detailed routing | `3092` |
| Worst Path Required | `45.99 ns` |
| I/O Pins | `73` |
| Final hold vios | `0` |
| Post-synth area hogs | `edfxtp_1, mux2i_1, mux4_2` |
| VDD IR-drop max | `0.0443 mV` |
| Gr ovfl total | `0` |
| Average routed wire per standard cell | `30.9 um` |
| Tcrit/Tclk final | `25.0%` |
| GPL Wtd Cong | `0.980` |
| Largest area contributor in the netlist | `edfxtp_1` |
| Ys Warns | `1` |
| Post-route ant nets | `0` |
| Setup TNS | `0 ns` |
| CP arrival | `11.86 ns` |
| CTS Root Cell | `clkbuf_16` |
| Slew @ Worst Pin | `1.23 ns` |
| Status | `completed` |
| Post-CTS Setup Bufs | `0` |
| # DRC | `0` |
| Register area | `62000 sq um` |
| CP Launch Point | `addr[4]` |
| Power Dens Cells | `44.0 nW/um^2` |
| Logic area | `16000 sq um` |
| Final HPWL DP | `121 mm` |
| Final setup fails | `0` |
| Final Routed Wirelength | `205 mm` |
state kept, by name (all words and copies together), names as in the netlist:
signal,flops
data_out,32
mem,2048
worst min path at each step:
stage,end,depth (start not counted)
CTS,mem[50][26],1
global route,mem[50][26],1
finish,mem[50][26],1
power groups by stage:
stage / combinational (mW) / sequential, mW / clock, mW
after CTS: 0.210 / 2.10 / 1.64
after global routing: 0.222 / 2.10 / 1.71
final: 0.208 / 2.10 / 1.61
critical path: stages:
cell and delay, ns:
clkdlybuf4s50_1 0.80, nor2b_1 0.39, nand2_2 0.08, buf_4 0.36, nor2_4 0.64, buf_4 0.44
metrics by stage:
step	setup slack (ns)	std cells	util (%)	hold slack, ns	power, mW
final	34.13	6634	56.9	8.56	3.92
after global routing	34.05	6631	56.9	8.54	4.02
after CTS	34.14	6627	56.9	8.50	3.94
after detailed placement	33.24	6262	52.8	9.39	2.35
after global placement	33.42	6262	52.8	9.38	2.34
after floorplan	33.16	4239	-	9.20	2.24
Yosys cell counts (54+ instances only):
cell type / count
nand3_1: 54
a221oi_1: 175
o22a_1: 70
buf_2: 83
o21ai_0: 84
mux4_2: 96
and3_1: 85
clkbuf_1: 168
a22oi_1: 188
a22o_1: 66
o22ai_1: 93
mux2i_1: 259
nor2_1: 145
mux2_2: 147
a21oi_1: 121
edfxtp_1: 2048
routing by layer:
layer / vias to the layer above / wire, um
met2: 2097 / 96900
met3: 368 / 27700
li1: 18000 / -
met5: - / 230
met4: 10 / 9980
met1: 20400 / 70200
cells by family (layout without fill, tap and decap cells):
kind of cell / after synthesis / count (layout) / synth area share (%)
mux: 502 / 502 / 8.14
buf+inv: 300 / 630 / 1.69
simple gates: 424 / 424 / 2.81
latches: 32 / 32 / 0.610
flops: 2048 / 2048 / 78.1
compound gates: 933 / 933 / 8.68
other cells: 0 / 7 / 0
cell type report:
| class | count | share of cell area, % |
|---|---|---|
| clock buffer | 253 | 5.96 |
| inverter | 2 | 0.0169 |
| timing repair buffer | 263 | 2.28 |
| multi-input combinational | 1859 | 18.0 |
| clock inverter | 112 | 1.20 |
| antenna | 7 | 0.0197 |
| tap | 2058 | 2.89 |
| sequential | 2080 | 69.6 |
Power figures rest on the tool's default switching activity, not on a simulated workload.
