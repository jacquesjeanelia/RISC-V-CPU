<file path="design/flow/design.v">
`timescale 1ns / 1ps
module ALU(
    input [31:0] A, B,
    input [3:0] ALU_select,
    output wire zero_flag, carry_flag, overflow_flag, sign_flag,
    output reg [31:0] out
);
    wire [31:0] adder_out;
    RCA adder(
        .A(A),
        .B(ALU_select[2] ? ~B : B),
        .cin(ALU_select[2]),
        .Sum(adder_out),
        .Cout(carry_flag)
    );
    assign zero_flag = (adder_out == 32'b0);
    assign sign_flag = adder_out[31];
    assign overflow_flag = (A[31] == B[31]) && (adder_out[31] != A[31]);
    wire [31:0] shift_out;
    Shifter shifter_inst (
        .A(A),
        .shamt(B[4:0]),
        .alufn(ALU_select[1:0]),
        .out(shift_out)
    );
    always @(*) begin
        case (ALU_select)
            4'b0000: out = adder_out;  
            4'b0001: out = adder_out;  
            4'b0100: out = A | B;     
            4'b0101: out = A & B;     
            4'b0111: out = A ^ B;     
            4'b1000: out = shift_out;  
            4'b1001: out = shift_out;  
            4'b1010: out = shift_out;  
            4'b1101: out = sign_flag != overflow_flag;  
            4'b1111: out = ~carry_flag;  
            default: out = 32'b0;
        endcase
    end
endmodule
`timescale 1ns / 1ps
module RCA(
    input [31:0] A, B,
    input cin,
    output unsigned [31:0] Sum,
    output unsigned Cout
);
    wire [32:0] carry;
    assign carry[0] = cin;  
    generate
        genvar i;
        for (i = 0; i < 32; i = i + 1) begin
                fullAdder FA (
                    .A(A[i]),
                    .B(B[i]),
                    .Cin(carry[i]),
                    .Out(Sum[i]),
                    .Cout(carry[i+1])
                );
        end
    endgenerate
    assign Cout = carry[32];
endmodule
`timescale 1ns / 1ps
module fullAdder (
    input A, B, Cin,
    output Out, Cout
);
assign Out = A ^ B ^ Cin;
assign Cout = (A & B) | (B & Cin) | (Cin & A);
endmodule
module Shifter (
    input [31:0] A,
    input [4:0] shamt,  
    input [1:0] alufn,  
    output reg [31:0] out
);
    always @(*) begin
        if (alufn[1]) begin
            out = A >>> shamt;  
        end
        else begin
            if (alufn[0]) begin
                out = A >> shamt;  
            end
            else begin
                out = A << shamt;  
            end
        end
    end
endmodule
</file>
<file path="design/flow/run.sh">
#!/bin/bash
# OpenROAD 26Q1-2900-gdf79404cd8, Yosys 0.63+post, stock flow scripts
make -C /OpenROAD-flow-scripts/flow DESIGN_CONFIG=/design/flow/config.mk WORK_HOME=/design/flow/orfs finish
</file>
<file path="design/flow/config.mk">
export PLATFORM = sky130hd
export DESIGN_NAME = ALU
export DESIGN_NICKNAME = ALU
export VERILOG_FILES = /design/flow/design.v
export SDC_FILE = /design/flow/constraint.sdc
export NUM_CORES = 4
export LEC_CHECK = 1
export CORE_UTILIZATION = 30
</file>
<file path="design/flow/constraint.sdc">
current_design ALU

set clk_period 17.6
set clk_io_pct 0.2

create_clock -name clk0 -period $clk_period

set non_clock_inputs [all_inputs -no_clocks]
set_input_delay [expr $clk_period * $clk_io_pct] -clock clk0 $non_clock_inputs
set_output_delay [expr $clk_period * $clk_io_pct] -clock clk0 [all_outputs]
</file>
==> flow_summary.json <==
{
  "globalplace.congestion": 1.02,
  "holdCritStartpoint": "A[0]",
  "cellPowerDensity_nw_per_um2": 34.5,
  "die_height_um": 150,
  "vdd_ir_drop_max_mv": 0.0149,
  "post_route_cells_drive_above_1_share": 0.217,
  "drtAntennaViolNets": 0,
  "floorplan.initialDensity": 0.309,
  "postRouteWirelength_mm": 28.5,
  "worst_setup_path_start_kind": "input pin",
  "die_width_um": 150,
  "vias_per_cell": 6.08,
  "setup.worst_path.class": "in2out",
  "fp.dieArea_sq_um": 22400,
  "detail_route.drc_violations": 0,
  "area_delta_synth_final_pct": 24.5,
  "post-synth-top-count-cell": "sky130_fd_sc_hd__nand2_1",
  "critPathArrivalTime_ns": 15.93,
  "sequential_cell_area_sq_um": 0,
  "grt-ovfl-total": 0,
  "timing.critical_path.required_ns": 14.08,
  "yosys-stat-cells": 791,
  "type_of_destination_of_the_critical_path": "primary output",
  "min_path_type": "in2out",
  "nFlopsAndLatches": 0,
  "period_minus_slack_ns": 19.45,
  "grt_util_all_layers": 0.267,
  "cp_common_cell": "sky130_fd_sc_hd__fa_2",
  "slew_viol_final": 0,
  "rows": 53,
  "fillCellCount": 2190,
  "synth_top_area_share": 0.137,
  "max_cap_viol_count": 0,
  "finalInstanceArea_sq_um": 8160,
  "slowest_delay_ns": 0.55,
  "detail_route.wl_per_cell_um": 24.7,
  "synthesized_cell_area_sq_um": 6560,
  "ioPinCount": 104,
  "antenna_found_initial": 1,
  "violations_in_the_final_reports": "setup timing",
  "leakage_power_uw": 0.00335,
  "syn_inst_count": 791,
  "drt_pass_1_iters": 5,
  "detailed_place.area_sq_um": 8030,
  "critical-path-slowest-cell": "sky130_fd_sc_hd__fa_2",
  "hold-worst-slack_ns": 7.86,
  "yosys.stat.seqShare": 0,
  "via_count": 7008,
  "detailedPlacementHpwl_mm": 22.3,
  "period_used_share": 1.11,
  "worst_slew_pin_slew_ns": 1.05,
  "first_global_vias": 6832,
  "worst_path_setup_slack_after_routing_ns": -1.85,
  "maximum_number_of_pins_on_one_net_before_global_route_repair": 67,
  "unrepaired_setup_endpoints_after_global_routing": "yes",
  "clock_buffers": 0,
  "hold_violations": 0,
  "max_slew_headroom": 0.297,
  "max_freq_mhz": 51.4,
  "ys_warn_count": 2,
  "synth.avg_cell_area_sq_um": 8.29,
  "worstSetupStartpoint": "B[0]",
  "synthDominantAreaCellType": "sky130_fd_sc_hd__mux4_2",
  "yosysUniqueCellTypes": 67,
  "grt_pass1_wl_mm": 43.0,
  "outcome": "complete, but fails checks",
  "netlist_top_cells_count": "sky130_fd_sc_hd__nand2_1 (71), sky130_fd_sc_hd__inv_1 (67), sky130_fd_sc_hd__ha_1 (65)",
  "floorplan.core_area_sq_um": 21200,
  "port_buffer_count": 104,
  "critical_path.max_fanout": 4,
  "openroad.warnings": 68,
  "synth_chip_area_sq_um": 6560,
  "setup_viol_count_final": 10,
  "drtIter0Drc": 543,
  "netlist_top_cells_area": "sky130_fd_sc_hd__mux4_2 (14%), sky130_fd_sc_hd__ha_1 (12%), sky130_fd_sc_hd__fa_1 (9.5%), sky130_fd_sc_hd__mux2i_1 (5.8%), sky130_fd_sc_hd__mux4_1 (4.8%)"
}
-- area by class of cell --
cell class | instances | area [sq um] | area share
antenna | 1 | 2.50 | 0.000307
inverter | 70 | 263 | 0.0322
multi-input combinational | 654 | 6190 | 0.759
tap | 275 | 344 | 0.0422
timing repair buffer | 153 | 1360 | 0.167
-- placed cells by master, fill, tap and decap left out, types with 5 or more instances in the layout --
| cell | netlist | layout |
|---|---|---|
| sky130_fd_sc_hd__o21ai_0 | 32 | 32 |
| sky130_fd_sc_hd__clkdlybuf4s50_1 | 0 | 86 |
| sky130_fd_sc_hd__a22oi_1 | 9 | 8 |
| sky130_fd_sc_hd__o22ai_1 | 9 | 9 |
| sky130_fd_sc_hd__a2bb2oi_1 | 7 | 7 |
| sky130_fd_sc_hd__o21ai_1 | 5 | 5 |
| sky130_fd_sc_hd__fa_2 | 0 | 31 |
| sky130_fd_sc_hd__nor3_1 | 22 | 20 |
| sky130_fd_sc_hd__mux2_2 | 16 | 16 |
| sky130_fd_sc_hd__mux2i_1 | 38 | 37 |
| sky130_fd_sc_hd__a21oi_1 | 35 | 35 |
| sky130_fd_sc_hd__a31oi_1 | 8 | 8 |
| sky130_fd_sc_hd__a211oi_1 | 8 | 7 |
| sky130_fd_sc_hd__ha_1 | 65 | 65 |
| sky130_fd_sc_hd__nand3_1 | 20 | 19 |
| sky130_fd_sc_hd__o211ai_1 | 27 | 27 |
| sky130_fd_sc_hd__xor2_1 | 30 | 30 |
| sky130_fd_sc_hd__a221o_1 | 5 | 5 |
| sky130_fd_sc_hd__inv_1 | 67 | 62 |
| sky130_fd_sc_hd__buf_4 | 5 | 46 |
| sky130_fd_sc_hd__mux4_1 | 12 | 12 |
| sky130_fd_sc_hd__a221oi_1 | 13 | 9 |
| sky130_fd_sc_hd__o31ai_1 | 5 | 5 |
| sky130_fd_sc_hd__nand2b_1 | 6 | 6 |
| sky130_fd_sc_hd__nand2_1 | 71 | 71 |
| sky130_fd_sc_hd__inv_2 | 2 | 8 |
| sky130_fd_sc_hd__mux4_2 | 40 | 40 |
| sky130_fd_sc_hd__nand4_1 | 5 | 5 |
| sky130_fd_sc_hd__buf_2 | 16 | 12 |
| sky130_fd_sc_hd__nor2_1 | 58 | 57 |
| sky130_fd_sc_hd__nor4_1 | 14 | 13 |
-- worst paths after layout --
kind        end  slack [ns]  cells after the start
max      out[0]       -1.85                     41
min   zero_flag        7.86                      8
-- report_power, final --
part,total (uW),internal [uW],switching (uW)
registers,0,0,0
logic,282,130,151
clock network,0.0000205,0.0000205,0
total,282,130,151
-- per-stage QoR --
step	power (uW)	TNS [ns]	cells	util	setup WS [ns]
2_1_floorplan	151	-15.98	791	-	-2.19
3_3_place_gp	268	-25.37	1147	0.378	-3.13
3_5_place_dp	268	-25.77	1147	0.378	-3.17
4_1_cts	279	-13.32	1153	0.384	-1.90
5_1_grt	304	-15.79	1152	0.384	-2.17
6_report	282	-12.67	1153	0.385	-1.85
-- critical path, delay by kind of cell --
family	cells	cell delay [ns]
and+or+nand+nor	1	0.13
AOI/OAI and AO/OA	2	0.46
muxes	2	0.32
adders and majority gates	31	11.07
buffers and inverters	5	0.40
-- per-layer routing --
layer  part of all wire  up-vias  GRT usage
li1                   -     3157          -
met1               0.41     3395      0.383
met2               0.44      398      0.392
met3               0.11       54     0.0916
met4              0.027        4     0.0581
met5             0.0026        -     0.0273
-- cells by family after synthesis --
family / synth area share
buffers and inverters: 0.0939
adders and majority gates: 0.219
AOI/OAI and AO/OA: 0.212
muxes: 0.278
xor gates and xnor gates: 0.0441
and+or+nand+nor: 0.153
-- repair_timing --
action / CTS / global route
resized: 63 / 6
hold buffers: 0 / 0
setup buffers: 6 / 0
endpoints found under the hold margin: 0 / 0
cloned: 0 / 0
pin swaps: 47 / 8
endpoints found under the setup margin: 14 / 13
Power and IR drop assume default switching activity.
